File: design/flow/design.v
module RegisterFile #(parameter RS_WIDTH = 2)(input rst_in,
                     input clk_in,
                     input rdy_in,
                     input from_rs_rs1_flag,
                     input from_rs_rs2_flag,
                     input [4:0] from_rs_rs1,
                     input [4:0] from_rs_rs2,
                     input [RS_WIDTH-1:0] from_rs_index,
                     input from_rob,
                     input [4:0] from_rob_rd,
                     input [31:0] from_rob_wdata,
                     output reg to_rs_rs1_flag,
                     output reg to_rs_rs2_flag,
                     output reg [RS_WIDTH-1:0] to_rs_index,
                     output reg [31:0] to_rs_rs1,
                     output reg [31:0] to_rs_rs2);
    reg [31:0] reg_file [0:31];
    integer i;
    always @(posedge clk_in) begin
        if (rst_in) begin
            to_rs_rs1_flag <= 0;
            to_rs_rs2_flag <= 0;
            for (i = 0; i != 32; i = i + 1) begin
                reg_file[i] <= 32'b0;
            end
        end else begin
            if (rdy_in)begin
                to_rs_rs1_flag <= 0;
                to_rs_rs2_flag <= 0;
                if (from_rs_rs1_flag) begin
                    to_rs_rs1_flag <= 1;
                    to_rs_index <= from_rs_index;
                    to_rs_rs1 <= reg_file[from_rs_rs1];
                end else begin
                    to_rs_rs1_flag <= 0;
                end
                if (from_rs_rs2_flag) begin
                    to_rs_rs2_flag <= 1;
                    to_rs_index <= from_rs_index;
                    to_rs_rs2 <= reg_file[from_rs_rs2];
                end else begin
                    to_rs_rs2_flag <= 0;
                end
                if (from_rob) begin
                    reg_file[from_rob_rd] <= from_rob_wdata;
                end
                reg_file[0] <= 32'b0;
            end
        end
    end
endmodule  
File: design/flow/run.sh
#!/bin/bash
# OpenROAD 26Q1-2900-gdf79404cd8, Yosys 0.63+post, stock flow scripts
make -C /OpenROAD-flow-scripts/flow DESIGN_CONFIG=/design/flow/config.mk WORK_HOME=/design/flow/orfs finish
File: design/flow/config.mk
export PLATFORM = sky130hd
export DESIGN_NAME = RegisterFile
export DESIGN_NICKNAME = RegisterFile
export VERILOG_FILES = /design/flow/design.v
export SDC_FILE = /design/flow/constraint.sdc
export NUM_CORES = 4
export LEC_CHECK = 1
export CORE_UTILIZATION = 40
File: design/flow/constraint.sdc
current_design RegisterFile

set clk_period 6.3
set clk_io_pct 0.2

create_clock -name clk0 -period $clk_period [get_ports {clk_in}]

set non_clock_inputs [all_inputs -no_clocks]
set_input_delay [expr $clk_period * $clk_io_pct] -clock clk0 $non_clock_inputs
set_output_delay [expr $clk_period * $clk_io_pct] -clock clk0 [all_outputs]
==> impl_metrics.json <==
{
  "status": "completed",
  "fa_ha_area_share_pct": 0,
  "hpwl_mm": 114,
  "ff2ff_path_depth": 5,
  "slowest_stage": "or2_2",
  "clock_skew_ns": 0.0286,
  "critPathArrivalTime_ns": 4.42,
  "maxCapViolCount": 0,
  "ys.flops": 1092,
  "critPathCaptureType": "flop",
  "cts_resized": 0,
  "required_ns": 6.73,
  "setup_tns_ns": 0,
  "synth_cell_type_count": 34,
  "worstReg2RegEnd": "to_rs_rs1[12]",
  "area_delta_synth_final_pct": 11.8,
  "grt_pass1_vias": 37400,
  "largest_area_cell": "edfxtp_1",
  "drtIter0Drc": 2583,
  "htreeDepth": 3,
  "root_buffer": "clkbuf_16",
  "wirelength_mm": 185,
  "topCellsByArea": "edfxtp_1 57%, mux2i_1 18%, and2_1 11%, a22oi_1 2.5%, a22o_1 1.9%",
  "critPathLaunch": "rst_in",
  "antenna_found_initial": 1,
  "port_buffers": 122,
  "holdPathStages": 2,
  "cts_tree": "built",
  "ios": 123,
  "max_stage_delay_ns": 0.75,
  "postSynth.asyncResetShare_pct": 0,
  "vdd_ir_drop_max_v": 0.000189,
  "grt-ovfl-total": 0,
  "hold_viol": 0,
  "crit_buf_inv": 4,
  "ys_seq_share_pct": 56.6,
  "netlist_area_um2": 57900,
  "top_cell_area_share_pct": 56.6,
  "layout_min_cycle_time_ns": 3.99,
  "die_w_um": 382,
  "final.fill_count": 12700,
  "crit_path_frequent_cell": "buf_4",
  "die_h_um": 382,
  "synth-simple-area-share_pct": 15.3,
  "grt_max_degree": 89,
  "yosys.area_share.xor_xnor_pct": 0,
  "worst_pin_slew_ns": 1.03,
  "r2r-start": "reg_file[5][12]",
  "first_pass_iters": 25,
  "logic_area_um2": 23300,
  "yosysWarnings": 1,
  "crit_end": "reg_file[1][27]",
  "openroad.warnings": 26,
  "die-area_um2": 146000,
  "grt_pass1_wl_mm": 266,
  "final-setup-viol-count": 0,
  "core.rowCount": 139,
  "grt_setup_unrepaired": "no",
  "drc": 0,
  "period_used_pct": 63.4,
  "powerDensity_nw_per_um2": 264,
  "clock-sinks": 1092,
  "logic_family": "multiplexers",
  "edf_count": 1090,
  "min-delay-path-class": "flop to flop",
  "mux_share_pct": 17.7,
  "cts_setup_buffers": 0,
  "regArea_um2": 32800,
  "hold_buffers": 0,
  "ant_nets": 0,
  "clock_latency_ns": 0.74,
  "cts.path.max_buffers": 3,
  "cts_buffers": 118,
  "cp_top_family": "simple AND/OR/NAND/NOR gates",
  "grt_use_total_pct": 27.0,
  "ys_cells": 4687,
  "core_area_um2": 144000,
  "num_vias": 37400,
  "holdWs_ns": 0.446,
  "synthAoiAreaFrac_pct": 6.78,
  "clkTransAtPathRegs_ns": 0.06,
  "reg2reg_slack_ns": 4.46,
  "max_freq_ghz": 0.250,
  "max_slew_margin_pct": 31.5,
  "syn_inst": 4687,
  "cp_num_cells": 8,
  "p_leak_nw": 24.9,
  "dpl.cell_count": 6445,
  "critPathKind": "primary input to flop",
  "avgSynthCellArea_um2": 12.3,
  "ys_chip_area_um2": 57900,
  "layout-drive-gt1-share_pct": 8.32,
  "crit_fanout": 33,
  "routed_via_density": 5.61,
  "layoutNonFillerInstCount": 6668,
  "fp_util_pct": 40.3,
  "dominantRegCellSynth": "edfxtp_1",
  "wire_per_inst_um": 27.8,
  "cp_cell_sequence": "clkdlybuf4s50_1 -> buf_4 -> nor3b_2 -> nand3_2 -> nor2_2 -> buf_4 -> or2_2 -> buf_4",
  "routabilityCongestion": 0.950,
  "startpoint_type": "primary input",
  "slew_viol_final": 0
}
[worst register-to-register path: cells and delay by family (launching register included)]
kind               cells  cell delay (ns)
DFF                    1             0.34
muxes                  1             0.07
AOI/OAI and AO/OA      2             0.52
and+or+nand+nor        2             0.72
[through the flow]
stage                     power, mW  area, um2  setup WS (ns)  utilization, %
after CTS                      17.2      64700           2.35            45.0
final                          17.1      64700           2.31            45.0
after detailed placement       10.6      61100           1.56            42.5
after global placement         10.6      61100           1.51            42.5
after floorplan                9.81      58000           3.42               -
after global routing           17.6      64700           2.15            45.0
[logic make-up (layout without fill, tap and decap cells)]
kind of cell           count (synthesis)  after routing
buffers and inverters                450            493
and+or+nand+nor                     1544           1544
AOI/OAI and AO/OA                    576            576
other                                  1             36
muxes                               1024           1024
DFF                                 1092           1092
[Yosys cell counts, types with 2 or more instances]
| cell type | n |
|---|---|
| edfxtp_1 | 1090 |
| a22oi_1 | 192 |
| a21oi_1 | 192 |
| buf_4 | 66 |
| nor3_1 | 64 |
| nor2_2 | 6 |
| inv_1 | 3 |
| clkbuf_2 | 32 |
| nor3_2 | 9 |
| clkbuf_1 | 253 |
| a31oi_1 | 64 |
| buf_1 | 29 |
| and2_1 | 994 |
| or2_2 | 33 |
| nand3b_1 | 2 |
| nand3_1 | 193 |
| nor2b_1 | 5 |
| a22o_1 | 128 |
| mux2i_1 | 1024 |
| buf_2 | 67 |
| nand2_1 | 203 |
| nand2b_1 | 7 |
| nor2_1 | 19 |
| dfxtp_1 | 2 |
[cell type report]
cell class / instances / share of cell area, %
repair buffers: 271 / 3.94
clock buffers: 145 / 4.79
well taps: 1903 / 3.68
inverters: 3 / 0.0174
clock inverters: 74 / 0.847
multi-input cells: 3176 / 36.1
diodes: 4 / 0.0155
flip-flops and latches: 1092 / 50.6
[worst min-delay path by stage]
stage / endpoint / slack, ns / from
4_1_cts: to_rs_rs2_flag / 0.45 / to_rs_rs2_flag
6_report: to_rs_rs2_flag / 0.45 / to_rs_rs2_flag
5_1_grt: to_rs_rs2_flag / 0.47 / to_rs_rs2_flag
[layout by cell type (no fill, tap or decap), types with 2 or more instances in the layout]
cell type        netlist  routed
buf_4                 66     133
nand3_1              193     193
a21oi_1              192     192
inv_2                  0       3
nor3_4                 1      10
nor3_1                64      64
a31oi_1               64      64
nand3b_1               2       2
a22oi_1              192     192
buf_8                  0       2
or2_2                 33      33
clkinv_2               0      28
clkinv_1               0      34
diode_2                0       4
nor2b_4                0       4
nor2_1                19       2
clkbuf_16              0     120
mux2i_1             1024    1024
conb_1                 1      32
clkinv_8               0       2
dfxtp_1                2       2
nor2_4                 0       7
bufinv_16              0       6
nor2_2                 6      16
and2_4                 0       2
buf_12                 0      16
clkdlybuf4s50_1        0     120
a22o_1               128     128
nand2b_1               7       3
and2_1               994     992
nand2_1              203     203
edfxtp_1            1090    1090
clkbuf_1             253      25
nand2b_2               0       4
[registers in the layout, summed over array words and instances, names as in the netlist]
name / count
reg_file: 1024
to_rs_rs1: 32
to_rs_rs2: 32
to_rs_index: 2
to_rs_rs1_flag: 1
to_rs_rs2_flag: 1
[routing by layer]
layer | track usage (%) | vias to the layer above | part of all wire (%)
met5 | 0 | - | 0
met4 | 9.65 | 0 | 4.5
met3 | 11.0 | 341 | 10
met2 | 39.6 | 1636 | 45
met1 | 38.3 | 18300 | 40
li1 | - | 17100 | -
[power by group]
group,switching [mW],internal (mW)
logic,1.24,0.637
clock network,2.90,3.72
registers,0.198,8.39
Power figures rest on the tool's default switching activity, not on a simulated workload.
