===== design/flow/config.mk =====
export PLATFORM = sky130hd
export DESIGN_NAME = Lsb
export DESIGN_NICKNAME = Lsb
export VERILOG_FILES = /design/flow/design.v
export SDC_FILE = /design/flow/constraint.sdc
export NUM_CORES = 4
export LEC_CHECK = 1
export CORE_UTILIZATION = 30

===== design/flow/constraint.sdc =====
current_design Lsb

set clk_period 14.5
set clk_io_pct 0.2

create_clock -name clk0 -period $clk_period [get_ports {clk_in}]

set non_clock_inputs [all_inputs -no_clocks]
set_input_delay [expr $clk_period * $clk_io_pct] -clock clk0 $non_clock_inputs
set_output_delay [expr $clk_period * $clk_io_pct] -clock clk0 [all_outputs]

===== design/flow/design.v =====
module Lsb#(parameter LSB_SIZE = 4,
            parameter LSB_WIDTH = 2,
            parameter ROB_WIDTH = 4)
           (input rst_in,
            input clk_in,
            input rdy_in,
            input clear,
            input from_decoder,
            input [ROB_WIDTH-1:0] from_decoder_tag,
            input from_rs,
            input [3:0]from_rs_op,
            input [ROB_WIDTH-1:0] from_rs_tag,
            input [31:0]from_rs_wdata,
            input [31:0]from_rs_address,
            input from_rob,
            input [ROB_WIDTH-1:0]from_rob_tag,
            input [7:0] mem_din,
            input io_buffer_full,
            output reg [7:0] mem_dout,
            output reg [31:0] mem_a,
            output reg mem_wr,
            output reg to_if,
            output reg to_if_bsy,
            output reg to_rob,
            output reg [31:0]to_rob_data,
            output reg [ROB_WIDTH-1:0] to_rob_tag
            );
    reg ready[0:LSB_SIZE-1];
    reg execute[0:LSB_SIZE-1];
    reg [LSB_WIDTH-1:0] head;
    reg [LSB_WIDTH-1:0] tail;
    reg [ROB_WIDTH-1:0] tag[0:LSB_SIZE-1];
    reg [3:0] op[0:LSB_SIZE-1];
    reg [31:0] wdata[0:LSB_SIZE-1];
    reg [31:0] address[0:LSB_SIZE-1];
    reg [2:0] remain;
    reg [7:0] load_data[0:3];
    reg [7:0] store_data[0:3];
    integer i;
    reg [LSB_WIDTH-1:0] index;
    reg next;
    reg valid;
    reg bubble;
    reg [1:0] lazy;
    reg break;
    reg [LSB_WIDTH:0] busy_cnt;
    reg [LSB_WIDTH:0] busy_cnt_tmp;
    always @(posedge clk_in) begin
        if (rst_in) begin
            to_if_bsy <= 1;
            to_rob     <= 0;
            to_if <= 0;
            head <= 0;
            tail <= 0;
            busy_cnt <= 0;
            lazy <= 0;
        end else begin
            if (rdy_in) begin
                if (clear) begin
                    to_if_bsy <= 1;
                    to_rob     <= 0;
                    next = 1;
                    busy_cnt_tmp = 0;
                    if (head != tail) begin
                        break = 0;
                        index = head;
                        valid = 1;
                        for (i = 0; i < LSB_SIZE; i = i + 1) begin
                            if (index == tail) begin
                                valid = 0;
                            end
                            if (valid) begin
                                if (!break && !execute[index]) begin
                                    tail <= index;
                                    break = 1;
                                end else if (!break) begin
                                    busy_cnt_tmp = busy_cnt_tmp + 1;
                                end
                                if (execute[index]) begin
                                    next = 0;
                                end
                            end
                            index = index + 1;
                        end
                        if (next) begin
                            to_if <= 0;
                            remain <= 0;
                        end
                    end
                    busy_cnt <= busy_cnt_tmp;
                    end else begin
                    busy_cnt_tmp = busy_cnt;
                    to_if_bsy <= 1;
                    if (from_decoder) begin
                        tag[tail]     <= from_decoder_tag;
                        tail          <= tail +1;
                        ready[tail]   <= 0;
                        execute[tail] <= 0;
                        busy_cnt_tmp = busy_cnt_tmp + 1;
                    end
                    if (from_rs && head != tail) begin
                        for(i = 0; i < LSB_SIZE; i = i + 1) begin
                            if (tag[i] == from_rs_tag && i != tail) begin 
                                op[i]       <= from_rs_op;
                                wdata[i]   <= from_rs_wdata;
                                address[i] <= from_rs_address;
                                ready[i] <= 1;
                            end
                        end
                    end
                    if (from_rob && head != tail) begin
                        for(i = 0; i < LSB_SIZE; i = i + 1)begin
                            if (tag[i] == from_rob_tag && i != tail) begin
                                execute[i] <= 1;
                            end
                        end
                    end
                    to_rob <= 0;
                    if (to_if) begin
                        mem_dout          <= store_data[remain];
                        if (!bubble) begin
                            load_data[remain] <= mem_din;
                        end else begin
                            bubble <= 0;
                        end
                        if (remain != 3'b00) begin
                            mem_a  <= mem_a + 32'd1;
                            remain <= remain - 3'b1;
                            end else begin
                            to_if <= 0;
                            head <= head + 1;
                            busy_cnt_tmp = busy_cnt_tmp - 1;
                            to_rob_tag <= tag[head];
                            lazy <= 2'b11;
                            if (op[head] == 3'b000) begin
                                to_rob <= 1;
                                to_rob_data <= {{24{mem_din[7]}}, mem_din};
                                end else if (op[head] == 3'b001) begin
                                to_rob <= 1;
                                to_rob_data <= {24'h000000, mem_din};
                                end else if (op[head] == 3'b010) begin
                                to_rob <= 1;
                                to_rob_data <= {{16{mem_din[7]}}, mem_din, load_data[1]};
                                end else if (op[head] == 3'b011) begin
                                to_rob <= 1;
                                to_rob_data <= {16'h0000, mem_din, load_data[1]};
                                end else if (op[head] == 3'b100) begin
                                to_rob <= 1;
                                to_rob_data <= {mem_din, load_data[1], load_data[2], load_data[3]};
                                end else begin
                                end
                        end
                    end
                    if (!to_if && lazy == 2'b00) begin
                        if (head == tail || !ready[head]) begin
                            to_if <= 0;
                            end else begin
                            to_if <= 1;
                            bubble <= 1;
                            mem_a <= address[head];
                            if ((op[head] == 3'b000 || op[head] == 3'b001) && !(io_buffer_full && (address[head] == 32'h30000 || address[head] == 32'h30004)) && (execute[head] || address[head] != 32'h30000)) begin
                                remain <= 3'd1;
                                mem_wr <= 0;
                                end else if (op[head] == 3'b010 | op[head] == 3'b011) begin
                                remain <= 3'd2;
                                mem_wr <= 0;
                                end else if (op[head] == 3'b100) begin
                                remain <= 3'd4;
                                mem_wr <= 0;
                                end else if (execute[head] && op[head] == 3'b101 && !(io_buffer_full && (address[head] == 32'h30000 || address[head] == 32'h30004))) begin
                                remain        <= 3'd0;
                                mem_dout <= wdata[head][7:0];
                                mem_wr <= 1;
                                end else if (execute[head] && op[head] == 3'b110) begin
                                remain        <= 3'd1;
                                store_data[1] <= wdata[head][15:8];
                                mem_wr <= 1;
                                mem_dout <= wdata[head][7:0];
                                end else if (execute[head] && op[head] == 3'b111) begin
                                remain        <= 3'd3;
                                store_data[1] <= wdata[head][31:24];
                                store_data[2] <= wdata[head][23:16];
                                store_data[3] <= wdata[head][15:8];
                                mem_dout <= wdata[head][7:0];
                                mem_wr <= 1;
                                end else begin
                                to_if <= 0;
                                bubble <= 0;
                            end
                        end
                    end
                    if (lazy > 2'b00) begin
                        lazy <= lazy - 2'b01;
                    end
                    to_if_bsy <= (busy_cnt_tmp + 3 < LSB_SIZE);
                    busy_cnt <= busy_cnt_tmp;
                end
            end
        end
    end
endmodule  

===== design/flow/run.sh =====
#!/bin/bash
# OpenROAD 26Q1-2900-gdf79404cd8, Yosys 0.63+post, stock flow scripts
make -C /OpenROAD-flow-scripts/flow DESIGN_CONFIG=/design/flow/config.mk WORK_HOME=/design/flow/orfs finish

==> deck_impl_summary.md <==
Flow Results at a Glance

Outcome
  – Status: finished clean

Global routing
  – Grt met2 use: 23.4%
  – First-pass GRT wire length: roughly 69000 um
  – Largest net degree at the start of global routing: 57
  – Initial antenna violation count: 7
  – Met1 Track Usage GR: between 20% and 30%
  – Gr usage total: between 10% and 20%
  – Met3 usage: just over 8%
  – Vias in the first global route: 11400
  – GRT Residual Overflow: 0
  – GRT busiest layer: met2

Timing
  – Worst slew margin: 48.6%
  – Max-slew violations: 0
  – Final WS setup: ~8.2 ns
  – Final Critical Period: 6.25 ns
  – Worst clock skew: roughly 0.018 ns
  – Final Cycle Share: between 40% and 50%
  – Worst slew pin tran: about 0.76 ns
  – Hold Violations, Final: 0
  – TNS Setup: 0 ns
  – Fmax: 0.160 GHz
  – RSZ-0062 raised after global routing: no
  – Setup violators final: 0

Clock tree
  – CTS tree: built
  – # hold bufs at CTS: 0
  – Clk sink count: 439
  – # Post-CTS Setup Buffers: 0
  – Clock-pin slew on the worst setup and hold paths: ~0.06 ns
  – TritonCTS Buffers: 45
  – H-tree levels: 2
  – Clk Latency, worst-skew pair: around 0.57 ns
  – Root Driver: clkbuf_16
  – Post-CTS Resized: 0
  – Longest Clk Path Bufs: 3

Drt
  – Vias: 11300
  – WL/cell: approximately 20 um
  – Vias per inst: between 5 and 6
  – Final antenna-violating net count: 0
  – First DRT Iteration DRCs: just over 900
  – Final wirelength: around 46000 um
  – # DRC: 0
  – 1st-pass router iterations: 29

Layout
  – Most numerous logic cell after layout: edfxtp_1
  – Final core occ: 37.4%
  – Top cells excl fill/tap: edfxtp_1, clkdlybuf4s50_1, nand2_1, a21oi_1, nor2_1
  – Area growth syn-to-layout: 22.5%
  – Layout cells sized above 1: under 10%
  – Design area: roughly 22000 um^2

Flow run
  – Max_cap viols: 0
  – Tool warning count: 35

Worst setup path
  – Critical Path Source: rdy_in
  – R2R Setup Slk: roughly 9.4 ns
  – Crit-path max FO: 45
  – Crit path launch type: primary input
  – Critical path data required time: 14.69 ns
  – Crit path capture type: flop
  – R2r endpoint: to_rob_data[29]
  – Critical setup path kind: in -> reg
  – Critical R2R Launch: head[0]
  – CP endpoint: wdata[2][13]
  – R2R cell count: 12
  – Crit path arrival time: between 6 and 7 ns

Placement
  – I/O Buffers: about 180
  – Post-DP HPWL: between 30000 and 40000 um
  – Gpl congestion: slightly below 0.9
  – DP Worst Slack: approximately 7.6 ns
  – Dpl cell area: between 20000 and 25000 um^2

Floorplanning
  – Boundary pin count: roughly 180
  – Die W: approximately 250 um
  – Die area: ~60000 um^2
  – Core Box Area: slightly below 60000 um^2
  – Rows: 89
  – Pre-Place Util: a little under a third
  – Die Height: 248 um

Synth
  – Flip-flops with a built-in enable: approximately 420
  – Avg Cell Area, Syn: 14.3 um^2
  – Post-Syn Area: ~18000 um^2
  – Syn Inst Count: ~1300
  – Synth warn: 13
  – Most used flip-flop cell: edfxtp_1
  – Post-synth regs: about 440
  – Distinct lib cells used: 57
  – Yosys Chip Area: around 18000 um^2
  – Synth Seq Share: between 70% and 80%
  – # Cells Yosys: 1265
  – Synth async-reset ratio: 0%

Power and ir drop
  – Total power: 2570 uW
  – Pwr Density: around 120 nW/um^2
  – P_leak: 0.00702 uW
  – Max VDD drop: 0.0000742 V

Hold path
  – Worst hold path class: reg -> reg
[cells in the mapped netlist, types with 4 or more instances]
cell	number	area (um^2)
nand2_1	100	375
a222oi_1	64	641
mux4_2	8	180
and2_1	7	43.8
and3_1	4	25.0
nand2b_1	25	156
xor2_1	31	272
o21a_1	4	30.0
a211oi_1	10	75.1
ha_1	17	213
inv_1	18	67.6
mux2i_1	22	220
nor3_1	11	55.1
nor4_1	12	75.1
buf_2	9	45.0
edfxtp_1	417	12500
a22oi_1	19	143
nor2b_1	6	37.5
buf_1	12	45.0
nor2_1	96	360
a21o_1	21	158
a31oi_1	6	37.5
dfxtp_1	22	440
nand4_1	11	68.8
nand3b_1	4	30.0
clkbuf_1	50	188
nand3_1	33	165
and4_1	4	35.0
o21ai_0	45	225
a21oi_1	100	500
xnor2_1	43	377
[metrics by stage]
step	std cells	hold slack (ns)
floorplan	1265	0.403
global placement	2166	0.438
detailed placement	2166	0.436
CTS	2245	0.450
global route	2245	0.463
finish	2247	0.451
[cell type report]
cell class              count  area [um^2]
fillers                  5455        37200
flip-flops and latches    439        13000
multi-input cells         735         4840
repair buffers            201         1950
clock buffers              60         1190
well taps                 773          967
clock inverters            19          201
inverters                  18         67.6
diodes                      2         5.00
[how the worst min path moves through the flow]
stage / start / to / slack (ns) / depth (start not counted)
after CTS: ready[2] / ready[2] / 0.45 / 1
after global routing: ready[2] / ready[2] / 0.46 / 1
final: ready[2] / ready[2] / 0.45 / 1
[where the power goes]
group          leakage [uW]  internal (uW)  total [uW]  switching (uW)
Combinational       0.00242           38.9        76.7            37.8
Sequential          0.00394           1390        1390            5.91
Clock              0.000667            633        1100             467
[cell families after synthesis]
family,count (synthesis),share of synthesized area (%)
buf+inv,91,2.03
mux,30,2.21
flops,439,71.6
xor+xnor,74,3.58
fa+ha+maj,17,1.17
simple gates,324,8.41
compound gates,290,11.0
[metal layers]
metal	part of all wire (%)	routed length, um	vias up
li1	-	-	5283
met1	40	18200	5366
met2	45	20700	511
met3	12	5500	92
met4	2.9	1320	10
met5	0.12	55	-
[worst max-delay path, cell delays in order]
cell,delay (ns)
clkdlybuf4s50_1,0.73
nand2_1,0.32
nor2_4,0.14
buf_4,0.56
nand3_1,0.33
nor4_2,0.32
buf_4,0.45
buf_4,0.62
[sequential cells by signal, indices dropped and copies added (netlist names), 4 cells and up, named ones only]
signal / cells
address: 128
execute: 4
load_data: 24
mem_a: 32
mem_dout: 8
op: 16
ready: 4
store_data: 24
tag: 16
to_rob_data: 32
to_rob_tag: 4
wdata: 128
Power is estimated from default activity; no workload was simulated.
