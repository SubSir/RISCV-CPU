`design/flow/run.sh`:
```
#!/bin/bash
# OpenROAD 26Q1-2900-gdf79404cd8, Yosys 0.63+post, stock flow scripts
make -C /OpenROAD-flow-scripts/flow DESIGN_CONFIG=/design/flow/config.mk WORK_HOME=/design/flow/orfs finish
```
`design/flow/config.mk`:
```
export PLATFORM = sky130hd
export DESIGN_NAME = IF
export DESIGN_NICKNAME = IF
export VERILOG_FILES = /design/flow/design.v
export SDC_FILE = /design/flow/constraint.sdc
export NUM_CORES = 4
export LEC_CHECK = 1
export CORE_UTILIZATION = 40
```
`design/flow/constraint.sdc`:
```
current_design IF

set clk_period 45.5
set clk_io_pct 0.2

create_clock -name clk0 -period $clk_period [get_ports {clk_in}]

set non_clock_inputs [all_inputs -no_clocks]
set_input_delay [expr $clk_period * $clk_io_pct] -clock clk0 $non_clock_inputs
set_output_delay [expr $clk_period * $clk_io_pct] -clock clk0 [all_outputs]
```
`design/flow/design.v`:
```
module IF #(parameter IF_WIDTH = 2,
            parameter IF_SIZE = 4,
            parameter CACHE_WIDTH = 4,
            parameter CACHE_SIZE = 16,
            parameter TAG_WIDTH = 16-CACHE_WIDTH)
           (input rst_in,
            input clk_in,
            input rdy_in,
            input clear,
            input [7:0] mem_din,
            input from_lsb,
            input [31:0]from_rob_jump,
            input from_rs_bsy,
            input from_lsb_bsy,
            input from_rob_bsy,
            output reg mem_wr,
            output reg [31:0] mem_a,
            output reg to_decoder,
            output reg [31:0]to_decoder_ins,
            output reg [31:0]to_decoder_pc,
            output reg [31:0]to_decoder_pc_next);
    reg [31:0] pc;
    reg [IF_WIDTH-1:0] head;
    reg [IF_WIDTH-1:0] tail;
    reg [31:0] ins[0:IF_SIZE-1];
    reg [31:0] ins_pc[0:IF_SIZE-1];
    reg [31:0] ins_pc_next[0:IF_SIZE-1];
    reg loading;
    reg [2:0] remain;
    reg [7:0] load_data[0:3];
    reg [IF_WIDTH-1:0] tail_tmp;
    reg bubble;
    reg [31:0] tmp_mem_a;
    reg cache_busy[0:CACHE_SIZE-1];
    reg [TAG_WIDTH-1:0] cache_tag[0:CACHE_SIZE-1];
    reg [31:0] cache_data[0:CACHE_SIZE-1];
    reg [31:0] cache_pc_next[0:CACHE_SIZE-1];
    integer i;
    wire [TAG_WIDTH-1:0] tag = pc[16:17-TAG_WIDTH];
    wire [CACHE_WIDTH-1:0] cache_index = pc[16-TAG_WIDTH:1];
    always @(posedge clk_in)begin
        if (rst_in) begin
            head       <= 0;
            tail       <= 0;
            remain     <= 3'b00;
            loading    <= 0;
            to_decoder <= 0;
            pc <= 32'b0;
            for (i = 0; i < CACHE_SIZE; i = i + 1) begin
                cache_busy[i] <= 0;
            end
        end else begin
            if (rdy_in) begin
                if (clear) begin
                    head       <= 0;
                    tail       <= 0;
                    remain     <= 3'b00;
                    loading    <= 0;
                    to_decoder <= 0;
                    loading <= 0;
                    pc      <= from_rob_jump;
                    end else begin
                    bubble <= from_lsb;
                    if (!from_lsb && !bubble) begin
                        if (loading) begin
                            if (remain != 3'd4) begin
                                load_data[remain] <= mem_din;
                            end
                            if (remain == 3'd2 && (load_data[3][0] & load_data[3][1]) == 0) begin
                                    loading <= 0;
                                    tail <= tail + 1;
                                    ins[tail]    <= {12'b0, mem_din, load_data[3]};
                                    ins_pc[tail] <= pc;
                                    ins_pc_next[tail] <= pc + 32'd2;
                                    pc           <= pc + 32'd2;
                                    remain <= 3'b0;
                                    cache_busy[cache_index] <= 1;
                                    cache_tag[cache_index] <= tag;
                                    cache_data[cache_index] <= {12'b0, mem_din, load_data[3]};
                                    cache_pc_next[cache_index] <= pc + 32'd2;
                                end else if (remain != 3'b0) begin
                                    mem_a  <= mem_a + 32'd1;
                                    remain <= remain - 3'b1;
                                end else begin
                                    loading <= 0;
                                    tail <= tail + 1;
                                    ins[tail]    <= {mem_din, load_data[1], load_data[2], load_data[3]};
                                    ins_pc[tail] <= pc;
                                    ins_pc_next[tail] <= pc + 32'd4;
                                    pc           <= pc + 32'd4;
                                    cache_busy[cache_index] <= 1;
                                    cache_tag[cache_index] <= tag;
                                    cache_data[cache_index] <= {mem_din, load_data[1], load_data[2], load_data[3]};
                                    cache_pc_next[cache_index] <= pc + 32'd4;
                            end
                        end
                        tail_tmp = tail + 1;
                        if (!loading) begin
                            loading <= 1;
                            if (tail_tmp != head) begin
                                if (cache_busy[cache_index] && cache_tag[cache_index] == tag) begin
                                    loading <= 0;
                                    ins[tail]    <= cache_data[cache_index];
                                    ins_pc[tail] <= pc;
                                    ins_pc_next[tail] <= cache_pc_next[cache_index];
                                    pc <= cache_pc_next[cache_index];
                                    tail <= tail + 1;
                                end else begin
                                    remain <= 3'b100;
                                    mem_wr <= 0;
                                    mem_a  <= pc;
                                end
                                end else begin
                                loading <= 0;
                            end
                        end
                    end else if (from_lsb && !bubble) begin
                        loading <= 0;
                    end
                    if (head == tail || !from_rs_bsy || !from_rob_bsy || !from_lsb_bsy) begin
                        to_decoder <= 0;
                        end else begin
                        to_decoder     <= 1;
                        to_decoder_pc  <= ins_pc[head];
                        to_decoder_pc_next <= ins_pc_next[head];
                        to_decoder_ins <= ins[head];
                        head           <= head + 1;
                    end
                end
            end
        end
    end
endmodule  
```
==> run notes <==
The start point of the critical path was rdy_in. After layout, the worst path uses 29.5% of the clock period. Setup repair after global routing left no endpoint under its margin. In this run, the number of DRC markers left after iteration 0 of detailed routing was 2565. After synthesis, the cell types taking the most area are sky130_fd_sc_hd__edfxtp_1 74%, sky130_fd_sc_hd__mux4_2 15%, sky130_fd_sc_hd__dfxtp_1 1.7%. Measured along the y axis, the die boundary spans 424 um. The logs give 45920 ps for the data required time of the critical path and 3364 for the cell count in the Yosys report. The worst-case IR drop observed on VDD is 0.0419 mV. The chip occupies 180000 um2. For the worst min-delay path, the startpoint reported by OpenROAD is cache_busy[13].

The final core utilization is 46.5%. The finished layout holds 6158 standard cells, fillers aside. For reference, the post-synthesis area per instance comes to 21.1 um2. The buffer_ports step reported a buffer count of 176.

The run gives 71100 um2 for the area of the synthesized netlist per yosys stat. The tools report the weighted congestion at the end of routability-driven global placement as 0.931. After synthesis the cells add up to 71100 um2.

At the pin with the least slew margin, the transition time is 929 ps. Gates resized during post-CTS repair numbered 0. In the log, the iteration count for the first detailed-route pass is 24.

After synthesis, the most frequently instantiated cells are 1753 x sky130_fd_sc_hd__edfxtp_1, 463 x sky130_fd_sc_hd__mux4_2, 124 x sky130_fd_sc_hd__nor2_1, 110 x sky130_fd_sc_hd__clkbuf_1, 99 x sky130_fd_sc_hd__nand2_1. The count of nets left with antenna violations once routing finished came out at 0. The post-synthesis async set-or-reset flop share was 0%; the area taken by flip-flops and latches was 53900 um2. With the aggregate negative setup slack at 0 ps, the count of synthesis-stage warnings from yosys is 1. STA classifies the critical path endpoint as a flop. Summing the sequential cell areas from Yosys gives 75.7% of the chip area. The most used flip-flop cell after synthesis is sky130_fd_sc_hd__edfxtp_1.

Summing over the stages, the warning tally comes to 36. STA classifies the critical path startpoint as an input port. With the quantity of hold-fixing buffers added after cts at 0, the portion of synthesized cell area occupied by the leading cell type is 74.0%. The run gives 25.3 nW for the leakage power. The flow ran to the end, and the final reports show no timing, DRC or antenna violations.

Per the placement report, the placed cell count is 5829. TritonCTS built the clock tree. The final layout contains routed wiring with a total length of 180000 um.

The run gives 0.0745 GHz as the highest attainable clock frequency. The post-synthesis register bit count came out at 1814. TritonCTS reports the number of clock sinks as 1814. The first global-routing pass estimated 260000 um of wire. The total power is 3.43 mW.

For this run, the final setup violation count is recorded as 0. Leaving out buffers and inverters, the combinational logic in the layout accounts for 16500 um2. Hold-check failures listed in the final report amount to 0. The arrival time of data at the worst endpoint is listed as 13850 ps. The clock tree root buffer cell is sky130_fd_sc_hd__clkbuf_16. For this run the detailed placement stage logged an HPWL of 108000 um. Once the floorplan was initialized, standard cells occupied 40.3% of the core. STA reports the tightest min-delay check as being of type reg -> reg. The run gives 37.4% as the max-slew headroom at the worst pin. For the overall global routing resource usage, the log shows 22.3%. As reported, the later end of the worst-skew pair has a clock insertion delay of 810 ps. The total area inside the core boundary comes to 176000 um2. The final routed DRC violation total was 0; the share of layout cells above drive strength 1 was 26.1%. The clock period could shrink to 13430 ps.

The number of antenna violations at the first check in global routing is 4, and the final worst hold slack is 446 ps. From synthesis to final layout, the design area changed by 15.3%. The max-slew violation count came out at 0.

Per the CTS log, the buffer count on the longest clock path is 3. Per the CTS log, the maximum H-tree level is 4. The tools report the number of global-route vias before repair as 37400. The most numerous cell in the Yosys netlist was sky130_fd_sc_hd__edfxtp_1.

Measured along the x axis, the die boundary spans 424 um. The clock slew at the register clock pins of the worst setup and hold paths came out at 60 ps. Looking at the post-CTS report, the setup buffer insertion count equals 0. For this run, the detailed router reports a per-instance via density of 5.63.

The tools report the count of fill cells added during filler insertion as 14300. For reference, the most critical setup path is categorized as in -> reg. The report shows a maximum critical-path fanout of 31. The boundary pin count was 178; the count of flip-flops with a built-in enable after synthesis was 1753. The power density relative to cell area was 41.9 nW/um2.

Remaining global-route overflow: 0. The cell taking the most area after synthesis is sky130_fd_sc_hd__edfxtp_1. The final route contains 34700 vias. CTS added clock buffers totalling 178. The tools report the largest net degree at the start of global routing as 87. After technology mapping, the gate count stands at 3364. The floorplan has 154 rows. The max-capacitance violation count was 0. Per the detail_route report, routed wire per instance is 29.3 um. The netlist uses 72 different library cells. Worst clock skew on the final layout: 43.4 ps.
-- critical path, cell delays in order --
cell	delay (ps)
sky130_fd_sc_hd__clkdlybuf4s50_1	450
sky130_fd_sc_hd__buf_4	210
sky130_fd_sc_hd__nor4b_2	520
sky130_fd_sc_hd__and2_2	740
sky130_fd_sc_hd__nand2_1	190
sky130_fd_sc_hd__nor2_1	230
sky130_fd_sc_hd__nand2_1	320
sky130_fd_sc_hd__nor2_4	680
sky130_fd_sc_hd__buf_4	670
sky130_fd_sc_hd__buf_4	650
-- path summary, 6_finish.rpt --
path / slack [ps] / to / cells after the start
setup reg to reg: 39790 / pc[0] / 10
setup / recovery: 32070 / cache_data[6][22] / 10
hold reg to reg: 450 / cache_busy[13] / 1
hold / removal: 450 / cache_busy[13] / 1
-- cells by family (layout without fill, tap and decap cells) --
| logic type | count (synthesis) | in the layout | synth area share [%] |
|---|---|---|---|
| buf+inv | 216 | 669 | 1.33 |
| mux | 570 | 570 | 16.3 |
| simple gates | 397 | 397 | 2.74 |
| xor+xnor | 105 | 105 | 1.29 |
| fa+ha+maj | 15 | 15 | 0.264 |
| compound gates | 246 | 246 | 2.36 |
| other cells | 1 | 2 | 0.00527 |
| flops | 1814 | 1814 | 75.7 |
-- metrics by stage --
step / cell area, um2 / setup WS (ps)
after floorplan: 71100 / 31130
after global placement: 76300 / 31430
after detailed placement: 76300 / 31330
after CTS: 82000 / 32210
after global routing: 82000 / 31970
final: 82000 / 32070
-- registers in the layout, indices dropped and copies added (netlist names), 2 cells and up, named ones only --
signal	flops
cache_tag	192
tail	2
to_decoder_pc	32
cache_pc_next	512
ins	128
load_data	24
to_decoder_pc_next	32
to_decoder_ins	32
cache_data	512
head	2
ins_pc_next	128
remain	3
ins_pc	128
cache_busy	16
mem_a	32
pc	32
-- layout by cell type, fill, tap and decap left out, drive strengths merged, types with 33 or more instances in the layout --
| cell | Yosys | final |
|---|---|---|
| clkdlybuf4s50 | 0 | 174 |
| nand3 | 33 | 33 |
| xnor2 | 46 | 46 |
| mux2i | 39 | 39 |
| mux4 | 463 | 463 |
| edfxtp | 1753 | 1753 |
| and3 | 33 | 33 |
| o21ai | 40 | 40 |
| nand2 | 99 | 99 |
| a21o | 35 | 35 |
| xor2 | 59 | 59 |
| clkbuf | 110 | 215 |
| buf | 86 | 147 |
| mux2 | 68 | 68 |
| clkinv | 1 | 85 |
| nor2 | 126 | 126 |
| a21oi | 66 | 66 |
| dfxtp | 61 | 61 |
-- metal layers --
layer,GRT usage (%),wire length (um),vias to the layer above
li1,-,-,14600
met1,27.7,58600,17600
met2,33.3,87600,2191
met3,14.5,26700,282
met4,6.96,7320,2
met5,0.108,14,-
-- where the power goes --
group	internal, mW	leakage, nW	switching, mW	total, mW
Sequential	1.83	16.3	0.00977	1.84
Combinational	0.0675	6.26	0.0933	0.161
Clock	0.810	2.80	0.626	1.44
Total	2.70	25.3	0.729	3.43
-- layout make-up --
cell class | count | area share, %
inverter | 20 | 0.0916
sequential | 1814 | 65.7
clock buffer | 215 | 5.69
antenna | 1 | 0.00305
multi-input combinational | 1334 | 20.1
timing repair buffer | 321 | 3.51
clock inverter | 113 | 1.30
tap | 2340 | 3.57
No activity file was given, so power comes from the tool's default toggle rates.
